==> design/flow/design.v <==
module gray_code_counter #(parameter DATA_WIDTH = 8) 
(
	input clk, 
	input rst_n,
	output [DATA_WIDTH - 1: 0] counter
);
	reg [DATA_WIDTH - 1: 0] counter_reg;
	wire [DATA_WIDTH - 1: 0] counter_next;
	assign counter_next = counter_reg + 1'b1;
	always @(posedge clk or negedge rst_n) begin
		if (!rst_n) begin
			counter_reg <= {DATA_WIDTH{1'b0}};
		end
		else begin
			counter_reg <= counter_next;
		end
	end
	assign counter = counter_reg ^ (counter_reg >> 1);
endmodule
==> design/flow/run.sh <==
#!/bin/bash
# OpenROAD 26Q1-2900-gdf79404cd8, Yosys 0.63+post, stock flow scripts
make -C /OpenROAD-flow-scripts/flow DESIGN_CONFIG=/design/flow/config.mk WORK_HOME=/design/flow/orfs finish
==> design/flow/config.mk <==
export PLATFORM = sky130hd
export DESIGN_NAME = gray_code_counter
export DESIGN_NICKNAME = gray_code_counter
export VERILOG_FILES = /design/flow/design.v
export SDC_FILE = /design/flow/constraint.sdc
export NUM_CORES = 4
export LEC_CHECK = 1
export CORE_AREA = 10 10 70 70
export DIE_AREA = 0 0 80 80
==> design/flow/constraint.sdc <==
current_design gray_code_counter

set clk_period 1.7
set clk_io_pct 0.2

create_clock -name clk0 -period $clk_period [get_ports {clk}]

set non_clock_inputs [all_inputs -no_clocks]
set_input_delay [expr $clk_period * $clk_io_pct] -clock clk0 $non_clock_inputs
set_output_delay [expr $clk_period * $clk_io_pct] -clock clk0 [all_outputs]
==> impl_results.html <==
<h3>Run summary</h3>
<table>
<tr><th>Metric</th><th>Value</th></tr>
<tr><th colspan="2">Drt</th></tr>
<tr><td>Detailed-route vias per instance</td><td>2.895</td></tr>
<tr><td>Number of nets still failing antenna checks after routing</td><td>0</td></tr>
<tr><td>Residual DRC count</td><td>0</td></tr>
<tr><td>Number of antenna diodes</td><td>0</td></tr>
<tr><td>Wirelength, routed</td><td>843 µm</td></tr>
<tr><td>Drt pass-1 iters</td><td>2</td></tr>
<tr><td>Average detailed-routed wire length per instance</td><td>8.874 µm</td></tr>
<tr><td>Starting DRC count in detailed routing</td><td>23</td></tr>
<tr><td>Via count</td><td>275</td></tr>
<tr><th colspan="2">GRT</th></tr>
<tr><td>GRT overflow</td><td>0</td></tr>
<tr><td>Via count of the first global-routing pass</td><td>299</td></tr>
<tr><td>Total track usage</td><td>2.679%</td></tr>
<tr><td>Maximum number of pins on one net before global-route repair</td><td>9</td></tr>
<tr><td>Initial antenna violation count</td><td>0</td></tr>
<tr><td>Global-route wire length before repair</td><td>1.297 mm</td></tr>
<tr><th colspan="2">Worst setup path</th></tr>
<tr><td>R2R setup slack</td><td>0.66 ns</td></tr>
<tr><td>Data required time at the worst endpoint</td><td>1.36 ns</td></tr>
<tr><td>Critical path fanouts, max</td><td>2</td></tr>
<tr><td>Worst Path Class, Setup</td><td>flip-flop to primary output</td></tr>
<tr><td>Kind of launch point of the worst setup path</td><td>flip-flop</td></tr>
<tr><td>Crit path launch</td><td>counter_reg[2]</td></tr>
<tr><td>Source of the worst register-to-register timing path</td><td>counter_reg[2]</td></tr>
<tr><td>Worst path arrival time</td><td>1.31 ns</td></tr>
<tr><td>Endpoint type of the worst setup path</td><td>primary output</td></tr>
<tr><th colspan="2">Logic synthesis</th></tr>
<tr><td>Syn Inst Count</td><td>29</td></tr>
<tr><td>Register area share after synthesis</td><td>52.81%</td></tr>
<tr><td>Area of the mapped netlist</td><td>379.1 µm²</td></tr>
<tr><td>Synthesis area per yosys</td><td>379.1 µm²</td></tr>
<tr><td>Unique cell types</td><td>9</td></tr>
<tr><td>Average instance area after synthesis</td><td>13.07 µm²</td></tr>
<tr><td>Number of storage elements in the synthesis netlist</td><td>8</td></tr>
<tr><td>Synth warnings</td><td>1</td></tr>
<tr><td># Cells Yosys</td><td>29</td></tr>
<tr><th colspan="2">Layout</th></tr>
<tr><td>Area Overhead vs Synth</td><td>58.42%</td></tr>
<tr><td>Number of fill cells in the layout</td><td>381</td></tr>
<tr><td>Final standard cell count with taps included and fillers excluded</td><td>95</td></tr>
<tr><td>Final design instance area without fill</td><td>600.6 µm²</td></tr>
<tr><td>Layout cell share with drive strength beyond 1</td><td>26.53%</td></tr>
<tr><td>Flip-flop count of the largest register after layout</td><td>8</td></tr>
<tr><th colspan="2">CTS</th></tr>
<tr><td>Clock Sink Count</td><td>8</td></tr>
<tr><td>Post-cts hold-fix buffer tally</td><td>0</td></tr>
<tr><td>TritonCTS clock tree</td><td>yes</td></tr>
<tr><td>Clock insertion delay at the later pin of the skew report</td><td>0.25 ns</td></tr>
<tr><td>Maximum level of the CTS H-tree</td><td>1</td></tr>
<tr><td>CTS root buf</td><td>sky130_fd_sc_hd__clkbuf_4</td></tr>
<tr><td>Total CTS buffers</td><td>3</td></tr>
<tr><td>Clock-pin slew on the worst setup and hold paths</td><td>0.05 ns</td></tr>
<tr><td>Number of buffers on the longest clock path</td><td>2</td></tr>
<tr><th colspan="2">Power</th></tr>
<tr><td>VDD IR max</td><td>0.0001463 V</td></tr>
<tr><td>Total design power</td><td>0.0003336 W</td></tr>
<tr><td>Pwr/cell area</td><td>555.4 mW/mm²</td></tr>
<tr><td>Static leakage power</td><td>0.3083 nW</td></tr>
<tr><th colspan="2">Die</th></tr>
<tr><td>Placeable core area</td><td>0.003416 mm²</td></tr>
<tr><td>Init Core Util</td><td>11.10%</td></tr>
<tr><td>Die height</td><td>80 µm</td></tr>
<tr><td>Number of core rows</td><td>21</td></tr>
<tr><td>Die width</td><td>80 µm</td></tr>
<tr><td>Die Area</td><td>0.006400 mm²</td></tr>
<tr><td>Number of primary I/O pins</td><td>10</td></tr>
<tr><th colspan="2">Place</th></tr>
<tr><td>HPWL Detailed</td><td>613.6 µm</td></tr>
<tr><td>Post-Place Cell Area</td><td>511.7 µm²</td></tr>
<tr><td>Cell Count Post-Placement</td><td>82</td></tr>
<tr><td>DP Worst Slack</td><td>0.1546 ns</td></tr>
<tr><td>GP Congestion</td><td>0.7348</td></tr>
<tr><td>Count of input and output buffers</td><td>9</td></tr>
<tr><th colspan="2">Final timing</th></tr>
<tr><td>Post-route worst setup slack</td><td>0.05277 ns</td></tr>
<tr><td>Worst max-slew margin expressed relative to the limit</td><td>76.44%</td></tr>
<tr><td>Number of failing hold endpoints at the final stage</td><td>0</td></tr>
<tr><td>Achievable clock frequency</td><td>607.1 MHz</td></tr>
<tr><td>Pin slew with the least headroom to its limit</td><td>0.3523 ns</td></tr>
<tr><td>Setup-violating endpoint count in the final report</td><td>0</td></tr>
<tr><td>Final critical path time including I/O delays and setup</td><td>1.647 ns</td></tr>
<tr><td>Unrepaired setup endpoints after global routing</td><td>no</td></tr>
<tr><td>Pins over their slew limit</td><td>0</td></tr>
<tr><td>Max Clock Skew</td><td>0.004034 ns</td></tr>
<tr><td>Setup TNS</td><td>0 ns</td></tr>
<tr><td>Period utilization</td><td>96.90%</td></tr>
<tr><th colspan="2">Worst hold path</th></tr>
<tr><td>Hold crit path type</td><td>input port to asynchronous set/reset pin</td></tr>
<tr><th colspan="2">Flow run</th></tr>
<tr><td>Max Cap Violations</td><td>0</td></tr>
<tr><td>Tool Warnings</td><td>25</td></tr>
<tr><th colspan="2">Outcome</th></tr>
<tr><td>Result of the run</td><td>finished, final reports clean</td></tr>
</table>
[final timing paths]
check / end / cells after the start
setup / recovery: counter[1] / 3
hold / removal: counter_reg[5] / 1
setup reg to reg: counter_reg[7] / 4
hold reg to reg: counter_reg[7] / 1
max in group asynchronous: counter_reg[1] / 1
min in group clk0: counter_reg[7] / 1
[critical path: stages (launching register included)]
cell,delay [ns]
sky130_fd_sc_hd__dfrtp_1,0.38
sky130_fd_sc_hd__buf_4,0.14
sky130_fd_sc_hd__ha_1,0.29
sky130_fd_sc_hd__dlygate4sd2_1,0.25
[Yosys cell counts]
master | n | area [µm²]
sky130_fd_sc_hd__xor2_1 | 2 | 17.52
sky130_fd_sc_hd__buf_4 | 2 | 15.01
sky130_fd_sc_hd__ha_1 | 6 | 75.07
sky130_fd_sc_hd__nand2_1 | 2 | 7.510
sky130_fd_sc_hd__xnor2_1 | 5 | 43.79
sky130_fd_sc_hd__nand4_1 | 1 | 6.260
sky130_fd_sc_hd__dfrtp_1 | 8 | 200.2
sky130_fd_sc_hd__inv_1 | 1 | 3.750
sky130_fd_sc_hd__nand3_1 | 2 | 10.01
[where the power goes]
group          switching [W]  internal, W
sequential                 0     0.000191
combinational     0.00000344   0.00000203
clock              0.0000570    0.0000803
total              0.0000604     0.000273
[final cells by class]
cell class | instances | area (µm²) | share of cell area, %
flip-flops and latches | 8 | 200.2 | 33.33
multi-input cells | 18 | 160.2 | 26.67
repair buffers | 19 | 156.4 | 26.04
well taps | 46 | 57.56 | 9.583
clock buffers | 3 | 22.52 | 3.750
inverters | 1 | 3.754 | 0.6250
[repair_timing]
action | in CTS | in global routing
buffers inserted | 9 | 1
gates resized | 7 | 0
cloned | 0 | 0
endpoints found under the setup margin | 6 | 1
pin swaps | 5 | 0
[through the flow]
| stage | hold slack, ns | util, % |
|---|---|---|
| finish | 0.3649 | 17.58 |
| global route | 0.3795 | 17.58 |
| CTS | 0.3690 | 17.36 |
| detailed placement | 0.5037 | 14.98 |
| global placement | 0.4949 | 14.98 |
| floorplan | 0.04441 | - |
[layout by cell type, fill, tap and decap left out, drive strengths merged, types with 2 or more instances in the layout]
cell type	synthesis	routed
clkdlybuf4s50	0	2
buf	2	10
clkbuf	0	3
xnor2	5	5
ha	6	6
nand2	2	2
nand3	2	2
dfrtp	8	8
dlygate4sd2	0	7
xor2	2	2
[routing by layer]
| metal | wire length (µm) | global-route usage, % |
|---|---|---|
| met5 | 0 | 0 |
| met4 | 0 | 0.1761 |
| met1 | 376 | 3.112 |
| met3 | 142 | 2.500 |
| met2 | 324 | 3.692 |
[logic make-up (layout without fill, tap and decap cells)]
logic type / Yosys count / in the layout / synth area share, %
flops: 8 / 8 / 52.80
xor+xnor: 7 / 7 / 16.17
fa+ha+maj: 6 / 6 / 19.80
simple gates: 5 / 5 / 6.273
buf+inv: 3 / 23 / 4.948
Power figures rest on the tool's default switching activity, not on a simulated workload.
