==> ./design.v <==
module fifo #(parameter FIFO_WIDTH = 5'd8, parameter FIFO_DEPTH = 6'd16) (
	input clk,
	input rst,
	input wenable,
	input renable,
	input [FIFO_WIDTH - 1:0] wdata,
	output empty,
	output full,
	output reg [FIFO_WIDTH - 1:0] rdata
);
	localparam PTR_WIDTH = $clog2(FIFO_DEPTH);
	reg [PTR_WIDTH:0] ptr_write;
	reg [PTR_WIDTH:0] ptr_read;
	reg [FIFO_WIDTH - 1:0] mem [FIFO_DEPTH - 1:0];
	wire msb_check;
	always @(posedge clk, negedge rst) begin
		if (!rst) begin
			ptr_write <= {PTR_WIDTH + 1{1'b0}};
		end
		else if (!full && wenable) begin
			mem[ptr_write[PTR_WIDTH - 1:0]] <= wdata;
			ptr_write <= ptr_write + 1;
		end
	end
	always @(posedge clk, negedge rst) begin
		if (!rst) begin
			ptr_read <= {PTR_WIDTH + 1{1'b0}};
		end
		else if (!empty && renable) begin
			rdata <= mem[ptr_read[PTR_WIDTH - 1:0]];
			ptr_read <= ptr_read + 1;
		end
	end
	assign msb_check = ptr_write[PTR_WIDTH] ^ ptr_read[PTR_WIDTH];
	assign full = msb_check && (ptr_write[PTR_WIDTH - 1:0] == ptr_read[PTR_WIDTH - 1:0]); 
	assign empty = !msb_check && (ptr_write[PTR_WIDTH - 1:0] == ptr_read[PTR_WIDTH - 1:0]); 
endmodule
==> ./run.sh <==
#!/bin/bash
# OpenROAD 26Q1-2900-gdf79404cd8, Yosys 0.63+post, stock flow scripts
make -C /OpenROAD-flow-scripts/flow DESIGN_CONFIG=/design/flow/config.mk WORK_HOME=/design/flow/orfs finish
==> ./config.mk <==
export PLATFORM = sky130hd
export DESIGN_NAME = fifo
export DESIGN_NICKNAME = fifo
export VERILOG_FILES = /design/flow/design.v
export SDC_FILE = /design/flow/constraint.sdc
export NUM_CORES = 4
export LEC_CHECK = 1
export CORE_UTILIZATION = 40
==> ./constraint.sdc <==
current_design fifo

set clk_period 4.9
set clk_io_pct 0.2

create_clock -name clk0 -period $clk_period [get_ports {clk}]

set non_clock_inputs [all_inputs -no_clocks]
set_input_delay [expr $clk_period * $clk_io_pct] -clock clk0 $non_clock_inputs
set_output_delay [expr $clk_period * $clk_io_pct] -clock clk0 [all_outputs]
==> design notes <==
Per the OpenROAD floorplan log, the area of the die is 15300 µm². The via count of the routed design was 3479; the final setup skew was 0.00644 ns. Warnings reported by Yosys during synthesis add up to 2. The share of async-settable or async-resettable flops after synthesis is 0.0685, and the actual transition at the worst max-transition pin is 1.20 ns.

The wire length recorded after detailed routing is 14000 µm. The gate-level netlist out of Yosys references 50 unique cell types. Max-cap violations in this run came to 0. Per the post-CTS timing run, clock transition at the registers of the reported paths is 0.06 ns. According to the timing report, the data required time at the worst endpoint equals 3.92 ns. Post-synthesis cell count: 382.

The cell area after synthesis is 5930 µm². The start-to-end type of the worst setup path was flop to output port. The area recorded from the Yosys report for this design is 5930 µm².

After clock tree synthesis, the repair step resized 0 gates. The global route total overflow came out at 0. The number of buffers added by the clock tree synthesis step was 17; the net switching power figure was 1.40 mW. The logs give 2.35 ns for the data arrival time of the worst path and 0.892 for the final RePlAce weighted congestion. The largest total area in the synthesized netlist belongs to sky130_fd_sc_hd__edfxtp_1. Once synthesis finished, the tally of register bits stood at 146. Clock tree synthesis found a total of 146 sinks. The fraction of the cycle the final worst path needs is 0.679. Per the cell usage report, the commonest logic cell in the layout is sky130_fd_sc_hd__edfxtp_1.

The tools report the maximum buffer depth of the clock tree as 2. The average cell area after synthesis came out at 15.5 µm². With the combinational power share at 0.316, the final critical-path required period is 3.33 ns. TritonCTS built the clock tree. The final max-slew violation count recorded for this run is 0.

With the upper clock frequency limit at 300 MHz, the DRC marker count from the first detailed-route iteration is 256. Counting flops with a built-in enable in the synthesized netlist gives 136. Setup repair after global routing left no endpoint under its margin. 0 antenna diodes ended up in the layout. Detailed placement ended at an HPWL of 8680 µm.

The run gives 0.688 for the top-area cell type share of the netlist area. CTS placed an instance of sky130_fd_sc_hd__clkbuf_16 at the clock tree root. The number of warnings in the stage logs works out to 31. The run finished with clean final reports. Max fanout on the critical path was recorded as 46. The fraction of final layout cells sized beyond drive strength 1 came out at 0.142. With the post-route antenna net violation count at 0, the vertical die dimension is 124 µm. The instance count after placement with tap cells included is 581, and the clock share of power is 0.301. The source-to-sink clock delay at the later pin of the worst-skew pair was 0.41 ns; the count of hold buffers inserted by post-cts repair was 0. The run gives 0 as the number of remaining DRC errors. The worst hold path belongs to the class flop to flop. With the layout overhead on the synthesized area at 17.8%, the post-CTS setup buffer count is 0. The register area share after synthesis was 0.731. Excluding fillers, the count of instances in the completed layout stands at 613.

The logs give 44 for the count of standard-cell rows and 0.384 for the sequential share of power. The run gives 382 for the post-synthesis cell count from yosys. The run gives 0 as the final number of hold-violating endpoints. Entering global routing, the biggest net connects 47 pins. The script logs the ratio of routed vias to standard cells as 5.68. The first-pass iteration count of the detailed router is 5, and the starting density of the core is 0.410.

The max-slew headroom at the worst pin was 0.194; the sum of negative setup slack was 0 ns. The horizontal die dimension reported for this design is 124 µm. The number of buffers added on ports was 21; the average wire length per cell after detail routing was 22.9 µm. Power spread over the standard cell area amounts to 600 nW/µm².

The fraction of power spent switching nets came out at 0.334. The clock tree synthesis step divided the H-tree into 4 levels. In the layout the commonest cells are sky130_fd_sc_hd__edfxtp_1, sky130_fd_sc_hd__clkdlybuf4s50_1, sky130_fd_sc_hd__buf_4, sky130_fd_sc_hd__nand2_1.

Sorting the synthesized cells by area gives the leading types as sky130_fd_sc_hd__edfxtp_1, sky130_fd_sc_hd__dfrtp_1, sky130_fd_sc_hd__mux2i_1. Leakage power summed over all cells: 2.32 nW. Setup violations remaining at the end of the flow were counted as 0. The number of global-route vias before repair is 3523. IR analysis of the VDD net gives a maximum drop of 0.281 mV.

In this run the standard cell core region covers 14500 µm². The most used flip-flop cell is sky130_fd_sc_hd__edfxtp_1. According to the I/O placement log, the pin count is 22. The run gives 21200 µm as the first-pass GRT wire length.

Cell internal power was estimated by the tool at 2.79 mW. The run gives 0.212 for the aggregate global-route resource usage. The run gives 1 as the initial antenna violation count.

STA classifies the critical path endpoint as an output port. STA classifies the critical path startpoint as a flop.
==> cell families after synthesis <==
family,count (synthesis),share of synthesized area
AND-OR/OR-AND,85,0.107
XOR/XNOR,14,0.0207
adder cells (fa/ha/maj),8,0.0169
buffers and inverters,34,0.0276
flip-flops,146,0.731
multiplexers,18,0.0310
AND/OR/NAND/NOR,77,0.0658
==> synth_stat cells (all sizes together) (3+ instances only) <==
cell / instances
clkbuf: 8
nor3: 17
buf: 17
o21ai: 11
nor4: 5
a31oi: 5
inv: 9
o22ai: 4
a221oi: 3
a222oi: 10
ha: 8
mux2i: 15
mux2: 3
a22oi: 17
o211ai: 5
nand3: 8
xnor2: 13
edfxtp: 136
nor2: 13
dfrtp: 10
and3: 3
a21oi: 15
nand2b: 5
nand2: 18
==> area by class of cell <==
| type | instances | area [µm²] |
|---|---|---|
| Timing Repair Buffer | 40 | 353 |
| Tap cell | 184 | 230 |
| Clock inverter | 14 | 145 |
| Fill cell | 1194 | 7490 |
| Clock buffer | 18 | 429 |
| Sequential cell | 146 | 4340 |
| Inverter | 9 | 33.8 |
| Multi-Input combinational cell | 202 | 1460 |
==> per-layer routing <==
metal / track usage / part of all wire
met5: 0 / 0.00093
met4: 0.0392 / 0.018
met3: 0.106 / 0.11
met2: 0.324 / 0.49
met1: 0.297 / 0.38
==> flip-flops by register name, summed over array words and instances (netlist names) <==
register   count
mem          128
rdata          8
ptr_read       5
ptr_write      5
==> path summary, 6_finish.rpt <==
check	start	endpoint	slack [ns]	depth (start not counted)
setup reg to reg	ptr_read[3]$_DFFE_PN0P_	mem[8][1]$_DFFE_PP_	2.11	5
max in group asynchronous	rst	ptr_read[3]$_DFFE_PN0P_	3.53	1
min in group asynchronous	rst	ptr_write[4]$_DFFE_PN0P_	0.95	1
setup / recovery	ptr_read[3]$_DFFE_PN0P_	empty	1.57	5
hold reg to reg	ptr_write[4]$_DFFE_PN0P_	ptr_write[4]$_DFFE_PN0P_	0.53	1
hold / removal	ptr_write[4]$_DFFE_PN0P_	ptr_write[4]$_DFFE_PN0P_	0.53	1
==> metrics by stage <==
stage	hold WS [ns]	setup WS (ns)	util	instance area [µm²]	power, mW
floorplan	0.502	2.44	-	5930	2.51
global placement	0.518	1.49	0.443	6410	2.95
detailed placement	0.525	1.37	0.443	6410	2.95
CTS	0.537	1.54	0.482	6990	4.20
global route	0.563	1.37	0.482	6990	4.39
finish	0.533	1.57	0.482	6990	4.19
==> worst max-delay path: stages (launching register included) <==
cell,delay (ns)
sky130_fd_sc_hd__dfrtp_2,0.34
sky130_fd_sc_hd__buf_4,0.47
sky130_fd_sc_hd__xnor2_1,0.20
sky130_fd_sc_hd__nand4_2,0.28
sky130_fd_sc_hd__nor2_1,0.17
sky130_fd_sc_hd__clkdlybuf4s50_1,0.48
==> power groups by stage <==
| stage | Clock, mW | Combinational (mW) | Sequential (mW) |
|---|---|---|---|
| CTS | 1.27 | 1.32 | 1.61 |
| global route | 1.32 | 1.45 | 1.62 |
| finish | 1.26 | 1.32 | 1.61 |
Power figures rest on the tool's default switching activity, not on a simulated workload.
