$ cat flow/config.mk
export PLATFORM = sky130hd
export DESIGN_NAME = fibonacci
export DESIGN_NICKNAME = fibonacci
export VERILOG_FILES = /design/flow/design.v
export SDC_FILE = /design/flow/constraint.sdc
export NUM_CORES = 4
export LEC_CHECK = 1
export CORE_AREA = 10 10 110 110
export DIE_AREA = 0 0 120 120
$ cat flow/constraint.sdc
current_design fibonacci

set clk_period 5.2
set clk_io_pct 0.2

create_clock -name clk0 -period $clk_period [get_ports {clk}]

set non_clock_inputs [all_inputs -no_clocks]
set_input_delay [expr $clk_period * $clk_io_pct] -clock clk0 $non_clock_inputs
set_output_delay [expr $clk_period * $clk_io_pct] -clock clk0 [all_outputs]
$ cat flow/design.v
module fibonacci #(parameter DATA_WIDTH = 4) (
	input clk,
	input rst_n,
	input [DATA_WIDTH - 1:0] n,
	input start,
	output done,
	output [(DATA_WIDTH * 2) + 1:0] f
);
	localparam IDLE = 3'b000;
	localparam CALC = 3'b010;
	localparam DONE = 3'b100;
	reg [4:0] state_reg;
	reg [4:0] state_next;
	reg [DATA_WIDTH - 1:0] i_reg;
	reg [DATA_WIDTH - 1:0] i_next;
	reg [(DATA_WIDTH * 4) -1:0] temp_0_reg;
	reg [(DATA_WIDTH * 4) -1:0] temp_0_next;
	reg [(DATA_WIDTH * 4) -1:0] temp_1_reg;
	reg [(DATA_WIDTH * 4) -1:0] temp_1_next;
	always @(posedge clk, negedge rst_n) begin
		if (!rst_n) begin
			state_reg <= IDLE;
			temp_0_reg <= 1'b0;
			temp_1_reg <= 1'b0;
			i_reg <= 1'b0;
		end
		else begin
			state_reg <= state_next;
			temp_0_reg <= temp_0_next;
			temp_1_reg <= temp_1_next;
			i_reg <= i_next;
		end
	end
	always @(*) begin
		state_next = state_reg;
		temp_0_next = temp_0_reg;
		temp_1_next = temp_1_reg;
		i_next = i_reg;
		case(state_reg)
			IDLE: begin
				if (start) begin
					i_next = n;
					temp_1_next = 1; 
					state_next = CALC;
				end
				else begin 
					state_next = IDLE;
				end
			end
			CALC: begin
				if (i_reg == 1'b0) begin
					temp_1_next = 0; 
					state_next = DONE;
				end
				else if (i_reg == 1'b1) begin
					state_next = DONE;
				end
				else begin
					temp_0_next = temp_1_reg;
					temp_1_next = temp_0_reg + temp_1_reg;
					i_next = i_reg - 1;
					state_next = CALC;
				end
			end
			DONE: begin
				state_next = IDLE;
			end
		endcase
	end
	assign done = (state_reg == DONE);
	assign f = temp_1_reg;
endmodule
$ cat flow/run.sh
#!/bin/bash
# OpenROAD 26Q1-2900-gdf79404cd8, Yosys 0.63+post, stock flow scripts
make -C /OpenROAD-flow-scripts/flow DESIGN_CONFIG=/design/flow/config.mk WORK_HOME=/design/flow/orfs finish
==> impl_metrics.prom <==
# HELP chip_impl_metric Implementation results
# TYPE chip_impl_metric gauge
chip_impl_metric{name="routabilityCongestion",unit=""} 0.8059
chip_impl_info{name="rsz0062_at_grt",value="no"} 1
chip_impl_metric{name="initial_antenna_violation_count",unit=""} 0
chip_impl_metric{name="syn-instance-count",unit=""} 142
chip_impl_metric{name="part_of_the_yosys_area_used_for_sequential_elements",unit="%"} 44.31
chip_impl_metric{name="arrival",unit="ps"} 2600
chip_impl_metric{name="p_per_area",unit="nW/um2"} 476.0
chip_impl_metric{name="via_per_inst",unit=""} 3.836
chip_impl_metric{name="design_area",unit="um2"} 1901
chip_impl_metric{name="maximum_number_of_pins_on_one_net_before_global_route_repair",unit=""} 28
chip_impl_metric{name="power.switching_fraction",unit="%"} 39.54
chip_impl_info{name="critical-path-top-delay-family",value="adder cells"} 1
chip_impl_info{name="critical_path.endpoint_type",value="flip-flop"} 1
chip_impl_info{name="worstHoldStart",value="state_reg[1]"} 1
chip_impl_metric{name="worstPathRequired",unit="ps"} 5360
chip_impl_info{name="cp-start-kind",value="flip-flop"} 1
chip_impl_info{name="criticalPathCategory",value="flip-flop to flip-flop"} 1
chip_impl_metric{name="cell_internal_pwr",unit="W"} 0.0005469
chip_impl_info{name="postSynth.topFlopCell",value="dfrtp_1"} 1
chip_impl_metric{name="maxCapViolations",unit=""} 0
chip_impl_metric{name="postPlaceCellArea",unit="um2"} 1856
chip_impl_metric{name="first_global_vias",unit=""} 1084
chip_impl_metric{name="ys.warnings.count",unit=""} 1
chip_impl_metric{name="layout_min_cycle_time",unit="ps"} 2440
chip_impl_metric{name="initial_core_util",unit="%"} 15.63
chip_impl_metric{name="area.growth.synth_to_final",unit="%"} 24.41
chip_impl_metric{name="clock_power_share",unit="%"} 13.2
chip_impl_metric{name="totalWireLength",unit="um"} 3242
chip_impl_info{name="timing.rr.end",value="temp_1_reg[8]"} 1
chip_impl_metric{name="num_rows",unit=""} 36
chip_impl_metric{name="diodes",unit=""} 0
chip_impl_info{name="maxUsedRoutingLayer",value="met4"} 1
chip_impl_metric{name="timing.fmax",unit="MHz"} 409.8
chip_impl_metric{name="power.sequential.fraction",unit="%"} 38.5
chip_impl_metric{name="cts.path.max_buffers",unit=""} 2
chip_impl_metric{name="timing.setup.tns",unit="ps"} 0
chip_impl_metric{name="clock_slew_at_the_register_clock_pins_of_the_worst_setup_and_hold_paths",unit="ps"} 90
chip_impl_metric{name="yosysUniqueCellTypes",unit=""} 43
chip_impl_metric{name="ys_cells",unit=""} 142
chip_impl_metric{name="cp_max_fo",unit=""} 4
chip_impl_info{name="clock_tree_from_tritoncts",value="done"} 1
chip_impl_metric{name="async_reset_ff_share",unit="%"} 100.0
chip_impl_metric{name="grt_util_all_layers",unit="%"} 4.550
chip_impl_metric{name="leakage",unit="nW"} 0.8322
chip_impl_metric{name="io_pins",unit=""} 18
chip_impl_metric{name="critical_path.n_buffers_inverters",unit=""} 0
chip_impl_info{name="crit_path_top_delay_cell",value="fa_1"} 1
chip_impl_metric{name="drc_errors",unit=""} 0
chip_impl_metric{name="tritoncts_num_sinks",unit=""} 27
chip_impl_metric{name="cts.hold.buffers_added",unit=""} 0
chip_impl_metric{name="core",unit="um2"} 9774
chip_impl_metric{name="die_area",unit="um2"} 14400
chip_impl_metric{name="dpl.hpwl",unit="um"} 2374
chip_impl_metric{name="postCtsResizedCells",unit=""} 0
chip_impl_metric{name="fillCellCount",unit=""} 1074
chip_impl_info{name="holdCritPathClass",value="flip-flop to flip-flop"} 1
chip_impl_metric{name="finClkSkew",unit="ps"} 7.058
chip_impl_metric{name="finalCritPeriodShare",unit="%"} 46.93
chip_impl_info{name="run_status",value="finished, final reports clean"} 1
chip_impl_metric{name="antenna_violating_nets_post_route",unit=""} 0
chip_impl_metric{name="peakVddDrop",unit="V"} 0.0001170
chip_impl_metric{name="mappedNetlistArea",unit="um2"} 1528
chip_impl_metric{name="hold_viol",unit=""} 0
chip_impl_metric{name="count_of_flip_flops_with_a_built_in_enable_after_synthesis",unit=""} 0
chip_impl_metric{name="netSwitchingPower",unit="W"} 0.0003577
chip_impl_metric{name="routed_wire_length_per_instance",unit="um"} 11.06
chip_impl_metric{name="reg2reg_setup_slack",unit="ps"} 2760
chip_impl_metric{name="met2_routed_length",unit="um"} 1406
chip_impl_metric{name="count_of_vias_placed_by_the_detailed_router",unit=""} 1124
chip_impl_info{name="cts.root.buffer_cell",value="clkbuf_8"} 1
chip_impl_metric{name="openroad_warnings",unit=""} 26
chip_impl_metric{name="comb_power_share",unit="%"} 48.3
chip_impl_metric{name="synth_chip_area",unit="um2"} 1528
chip_impl_info{name="worst_r2r_startpoint",value="temp_1_reg[0]"} 1
chip_impl_metric{name="slowest_delay",unit="ps"} 430
chip_impl_metric{name="syn-mean-instance-area",unit="um2"} 10.76
chip_impl_metric{name="drt_iter0_markers",unit=""} 76
chip_impl_metric{name="worst_margin_pin_slew",unit="ps"} 512.0
chip_impl_metric{name="met3_wirelength",unit="um"} 200
chip_impl_metric{name="synth-seq-cells",unit=""} 27
chip_impl_metric{name="report.final.slew_viol_count",unit=""} 0
chip_impl_metric{name="overflow_left_after_global_routing",unit=""} 0
chip_impl_metric{name="clock_buffers_created_by_tritoncts",unit=""} 3
chip_impl_info{name="critical_path.cell_chain",value="ha_1 > fa_1 > a21oi_2 > o21bai_4 > or4_4 > a31oi_4 > xnor2_1 > a22o_1"} 1
chip_impl_metric{name="die.size.y",unit="um"} 120
chip_impl_info{name="timing.hold.worst_endpoint",value="state_reg[0]"} 1
chip_impl_metric{name="whs_path_depth",unit=""} 1
chip_impl_metric{name="global_route_wire_length_before_repair",unit="um"} 5478
chip_impl_metric{name="drt-met1-wl",unit="um"} 1616
chip_impl_metric{name="floorplan.die.width",unit="um"} 120
chip_impl_metric{name="worst_skew_pair.late_latency",unit="ps"} 270
chip_impl_metric{name="ctsHtreeMaxLevel",unit=""} 1
chip_impl_metric{name="cts_setup_buffers",unit=""} 0
chip_impl_metric{name="drt-pass1-iter-count",unit=""} 4
chip_impl_metric{name="port-buffer-count",unit=""} 17
chip_impl_metric{name="final-setup-viol-count",unit=""} 0
chip_impl_metric{name="r2r_cells",unit=""} 8
chip_impl_metric{name="drive_gt1_share",unit="%"} 13.75
chip_impl_metric{name="maxSlewHeadroom",unit="%"} 65.78
-- routing by layer --
layer	track usage (%)	vias up
met5	0	-
met4	0.3017	0
met3	1.571	2
met2	6.706	23
met1	6.602	543
li1	-	556
-- power by group through the flow --
stage	clock network (W)	registers, W	logic, W
global route	0.000136	0.000361	0.000498
finish	0.000120	0.000348	0.000437
CTS	0.000126	0.000349	0.000446
-- cells in the final DEF (no fill, tap or decap), types with 2 or more instances in the layout --
cell type	instances
clkbuf_8	3
xor2_1	2
mux2_2	10
clkdlybuf4s50_1	17
nor2_1	5
nand3_1	3
inv_1	3
xnor2_1	2
a22o_1	5
a211oi_1	2
dfrtp_1	26
o21ai_0	14
a21oi_1	6
o211ai_1	3
a21o_1	2
o22ai_1	2
nand2b_1	3
nand2_1	13
ha_1	11
nor3_1	2
or3_1	2
-- worst register-to-register path: stages, from the launching register on --
cell and delay, ps:
dfrtp_1 420, ha_1 270, fa_1 430, a21oi_2 230
o21bai_4 100, or4_4 430, a31oi_4 170, xnor2_1 90
a22o_1 200
-- cell families after synthesis --
kind of cell / share of synthesized area (%)
compound gates: 21.46
simple gates: 12.45
flops: 44.31
fa+ha+maj: 10.32
mux: 7.371
buf+inv: 1.801
xor+xnor: 2.294
-- final cells by class --
cell class | instances | area, um2 | share of cell area [%]
tap | 133 | 166.4 | 8.756
timing repair buffer | 18 | 177.7 | 9.348
clock buffer | 4 | 45.04 | 2.370
multi-input combinational | 108 | 823.3 | 43.32
inverter | 3 | 11.26 | 0.5925
sequential | 27 | 676.9 | 35.62
-- stage by stage --
stage | power, W | cells | worst slack [ps] | utilization [%] | hold WS (ps)
final | 0.0009047 | 293 | 2760 | 19.44 | 471.3
after global routing | 0.0009951 | 293 | 2646 | 19.44 | 491.4
after CTS | 0.0009216 | 293 | 2758 | 19.44 | 474.2
after detailed placement | 0.0007955 | 289 | 2575 | 18.98 | 460.8
after global placement | 0.0007901 | 289 | 2612 | 18.98 | 448.4
after floorplan | 0.0006599 | 142 | 2934 | - | 410.1
-- Yosys cell counts (2+ instances only) --
cell	count	area share (%)
nor2_1	5	1.2
dfrtp_1	26	43
mux2_2	10	7.4
nand3_1	3	0.98
o21ai_0	14	4.6
a211oi_1	2	0.98
inv_1	3	0.74
xor2_1	2	1.1
or3_1	2	0.82
o22ai_1	2	0.82
nand2_1	13	3.2
a22o_1	5	2.9
ha_1	11	9.0
xnor2_1	2	1.1
clkbuf_1	3	0.74
a21o_1	2	0.98
nand2b_1	3	1.2
o211ai_1	3	1.5
a21oi_1	6	2.0
nor3_1	2	0.66
-- worst max path at each step --
| stage | from | depth (start not counted) | slack (ps) | to |
|---|---|---|---|---|
| finish | temp_1_reg[0] | 8 | 2760 | temp_1_reg[8] |
| CTS | temp_1_reg[0] | 8 | 2760 | temp_1_reg[8] |
| global route | temp_1_reg[0] | 8 | 2650 | temp_1_reg[8] |
Power is estimated from default activity; no workload was simulated.
